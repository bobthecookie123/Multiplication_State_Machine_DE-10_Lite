<file path="design/flow/run.sh">
#!/bin/bash
# OpenROAD 26Q1-2900-gdf79404cd8, Yosys 0.63+post, stock flow scripts
make -C /OpenROAD-flow-scripts/flow DESIGN_CONFIG=/design/flow/config.mk WORK_HOME=/design/flow/orfs finish
</file>
<file path="design/flow/config.mk">
export PLATFORM = sky130hd
export DESIGN_NAME = DE10_LITE_Golden_Top
export DESIGN_NICKNAME = DE10_LITE_Golden_Top
export VERILOG_FILES = /design/flow/design.v
export SDC_FILE = /design/flow/constraint.sdc
export NUM_CORES = 4
export LEC_CHECK = 1
export CORE_UTILIZATION = 40
</file>
<file path="design/flow/constraint.sdc">
current_design DE10_LITE_Golden_Top

set clk_period 21.4
set clk_io_pct 0.2

create_clock -name clk0 -period $clk_period [get_ports {MAX10_CLK1_50}]

set non_clock_inputs [all_inputs -no_clocks]
set_input_delay [expr $clk_period * $clk_io_pct] -clock clk0 $non_clock_inputs
set_output_delay [expr $clk_period * $clk_io_pct] -clock clk0 [all_outputs]
</file>
<file path="design/flow/design.v">
module DE10_LITE_Golden_Top(
	input 		          		ADC_CLK_10,
	input 		          		MAX10_CLK1_50,
	input 		          		MAX10_CLK2_50,
	output		    [12:0]		DRAM_ADDR,
	output		     [1:0]		DRAM_BA,
	output		          		DRAM_CAS_N,
	output		          		DRAM_CKE,
	output		          		DRAM_CLK,
	output		          		DRAM_CS_N,
	inout 		    [15:0]		DRAM_DQ,
	output		          		DRAM_LDQM,
	output		          		DRAM_RAS_N,
	output		          		DRAM_UDQM,
	output		          		DRAM_WE_N,
	output		     [7:0]		HEX0,
	output		     [7:0]		HEX1,
	output		     [7:0]		HEX2,
	output		     [7:0]		HEX3,
	input 		     [1:0]		KEY,
	output		     [9:0]		LEDR,
	input 		     [9:0]		SW,
	output		     [3:0]		VGA_B,
	output		     [3:0]		VGA_G,
	output		          		VGA_HS,
	output		     [3:0]		VGA_R,
	output		          		VGA_VS,
	output		          		GSENSOR_CS_N,
	input 		     [2:1]		GSENSOR_INT,
	output		          		GSENSOR_SCLK,
	inout 		          		GSENSOR_SDI,
	inout 		          		GSENSOR_SDO,
	inout 		    [15:0]		ARDUINO_IO,
	inout 		          		ARDUINO_RESET_N,
	inout 		    [35:0]		GPIO
);
fsm_multiplier fsm_mult_inst (
    .clk(MAX10_CLK1_50),        
    .k0(KEY[0]),          
    .k1(KEY[1]),          
    .switches(SW[9:0]),              
    .disp0(HEX0),               
    .disp1(HEX1),
    .disp2(HEX2),
    .disp3(HEX3),
    .leds(LEDR[9:0])            
);
endmodule
module double_dabble (
    input logic [19:0] bin,        
    output logic [23:0] bcd        
);
    integer i;                     
    always_comb begin
        bcd = 0;                   
        for (i = 0; i < 20; i = i + 1) begin
            if (bcd[3:0] >= 5)    bcd[3:0]   = bcd[3:0]   + 3;
            if (bcd[7:4] >= 5)    bcd[7:4]   = bcd[7:4]   + 3;
            if (bcd[11:8] >= 5)   bcd[11:8]  = bcd[11:8]  + 3;
            if (bcd[15:12] >= 5)  bcd[15:12] = bcd[15:12] + 3;
            if (bcd[19:16] >= 5)  bcd[19:16] = bcd[19:16] + 3;
            if (bcd[23:20] >= 5)  bcd[23:20] = bcd[23:20] + 3;
            bcd = {bcd[22:0], bin[19 - i]};
        end
    end
endmodule
module fsm_multiplier (
    input wire clk,                
    input wire k0,                 
    input wire k1,                 
    input wire [9:0] switches,     
    output wire [6:0] disp0,       
    output wire [6:0] disp1,       
    output wire [6:0] disp2,       
    output wire [6:0] disp3,       
    output reg [9:0] leds          
);
    typedef enum logic [1:0] {
        IDLE,        
        FIRST_NUM,   
        NEXT_NUM,    
        ERROR        
    } state_t;
    state_t pr_state;   
    state_t nx_state;   
    logic [15:0] lastn, currentn, cumprod;   
    wire [15:0] bcd;   
    logic k0pressed, k1pressed;   
    logic prev_k0, prev_k1;       
    always_ff @(posedge clk) begin
        k0pressed <= prev_k0 && !k0;   
        k1pressed <= prev_k1 && !k1;   
        prev_k0 <= k0;
        prev_k1 <= k1;
        if (k1pressed) begin
            pr_state <= IDLE;   
        end else begin
            pr_state <= nx_state;   
        end
        if (pr_state == FIRST_NUM && nx_state == NEXT_NUM) begin
            currentn <= switches;            
            cumprod <= lastn * switches;     
        end else if (pr_state == IDLE && nx_state == FIRST_NUM) begin
            lastn <= switches;   
        end
    end
    always_comb begin
        nx_state = pr_state;   
        leds = 10'b0;          
        case (pr_state)
            IDLE: begin
                leds[0] = 1'b1;   
                if (k0pressed) nx_state = FIRST_NUM;   
            end
            FIRST_NUM: begin
                leds[1] = 1'b1;   
                if (k0pressed) nx_state = NEXT_NUM;   
            end
            NEXT_NUM: begin
                leds[2] = 1'b1;   
                if (cumprod > 16'd9999) begin
                    nx_state = ERROR;   
                end else if (k1pressed) begin
                    nx_state = IDLE;   
                end
            end
            ERROR: begin
                leds = 10'b1111111111;   
            end
            default: nx_state = IDLE;   
        endcase
    end
    double_dabble dd_inst (
        .bin((pr_state == NEXT_NUM) ? cumprod : switches),   
        .bcd(bcd)                                            
    );
    seven_seg_display_driver hex0_driver (
        .digit((pr_state == ERROR) ? 4'b0000 : bcd[3:0]),    
        .segments(disp0)                                     
    );
    seven_seg_display_driver hex1_driver (
        .digit((pr_state == ERROR) ? 4'b0000 : bcd[7:4]),    
        .segments(disp1)                                     
    );
    seven_seg_display_driver hex2_driver (
        .digit((pr_state == ERROR) ? 4'b0000 : bcd[11:8]),   
        .segments(disp2)                                     
    );
    seven_seg_display_driver hex3_driver (
        .digit((pr_state == ERROR) ? 4'b0000 : bcd[15:12]),  
        .segments(disp3)                                     
    );
endmodule
module seven_seg_display_driver (
    input wire [3:0] digit,       
    output wire [6:0] segments   
);
    assign segments = (digit == 4'd0) ? 7'b1000000 :  
                      (digit == 4'd1) ? 7'b1111001 :  
                      (digit == 4'd2) ? 7'b0100100 :  
                      (digit == 4'd3) ? 7'b0110000 :  
                      (digit == 4'd4) ? 7'b0011001 :  
                      (digit == 4'd5) ? 7'b0010010 :  
                      (digit == 4'd6) ? 7'b0000010 :  
                      (digit == 4'd7) ? 7'b1111000 :  
                      (digit == 4'd8) ? 7'b0000000 :  
                      (digit == 4'd9) ? 7'b0010000 :  
                      7'b1111111;                   
endmodule
</file>
==> run summary <==
most common cell in the netlist = nand2_1
FF-to-FF setup slack = 16.07 ns
first-pass GRT wire length = 39540 um
Synth Instances = 1367
CTS tree = done
Setup violations, final = 0
hold slack = 0.4347 ns
Antenna diodes = 0
endpoints failing hold = 0
endpoints left unconstrained = 71
grt ovf = 0
FP Rows = 59
Largest delay share family, worst path = simple AND/OR/NAND/NOR gates
pins over their slew limit = 0
Flops after synth = 36
TritonCTS Buffers = 5
Worst EP arrival = 16.03 ns
area grow syn2layout = 6.563%
Synth area leaders = fa_1, ha_1, edfxtp_1
Top-area cell share = 10.65%
initial antenna violation count = 0
Iter 0 DRT Violations = 442
drt wl/cell = 13.20 um
Root Driver = clkbuf_16
capturing point of the worst reg2reg path = fsm_mult_inst.cumprod[15]$_DFFE_PP_
slowest CP cell = clkdlybuf4s50_1
Fin Setup TNS = 0 ns
H-tree Lvls = 2
EDFF count, synth = 26
relative max-transition margin = 41.61%
crit path DRT = 17.12 ns
Die Size = 27440 um2
Critical Path End = HEX1[3]
CTS Buffer Depth = 2
worst skew pair latency = 0.28 ns
period utilization = 94.91%
Yosys Chip Area = 10710 um2
Crit path top cell by count = ha_1
Max FO, Critical Path = 13
vias in the first global route = 8651
Critical R2R Launch = fsm_mult_inst.lastn[3]$_DFFE_PP_
Main synth FF type = edfxtp_1
vias per cell = 5.544
worst slew pin tran = 0.8516 ns
vias = 9430
critical path launch point = SW[9]
die width = 165.7 um
Yosys Instances = 1367
DRC = 0
All-Layer GR Usage = 16.85%
hold crit path type = reg2reg
total clock sinks = 36
Setup crit end kind = output port
r2r worst-path depth = 20
Worst path depth = 47
asr flop ratio synth = 0%
Tool Warnings = 111
I/O Buffers = 50
largest net degree at the start of global routing = 38
status = finished, final reports clean
synthesized cell area = 10710 um2
total wire length = 22460 um
startpoint types = primary input
fin crit period = 20.31 ns
clock-pin slew on the worst setup and hold paths = 0.06 ns
Peak Freq = 0.04924 GHz
remaining antenna violation count after routing = 0
maxcap violations = 0
CP Buf/Inv Count = 3
postcts setup bufs = 0
I/O Pins = 169
layout cells sized above 1 = 9.297%
RSZ-0062 raised after global routing = no
Die H = 165.7 um
Netlist cell types = 114
skew final = 0.005512 ns
register area share after synthesis = 9.156%
top cells by count, synth = nand2_1, inv_1, nor2_1
core area = 26130 um2
YS warnings = 47
DP HPWL = 17630 um
CP max stage delay = 0.58 ns
Crit Path Category = in2out
largest area contributor in the netlist = fa_1
Initial Util = 41.00%
syn avg cell area = 7.838 um2
DR pass1 iterations = 21
GPL Wtd Cong = 0.8929
how the worst min path moves through the flow:
stage,from,to,cells past startpoint
6_report,fsm_mult_inst.prev_k1$_DFF_P_,fsm_mult_inst.k1pressed$_DFF_P_,1
5_1_grt,fsm_mult_inst.prev_k1$_DFF_P_,fsm_mult_inst.k1pressed$_DFF_P_,1
4_1_cts,fsm_mult_inst.prev_k1$_DFF_P_,fsm_mult_inst.k1pressed$_DFF_P_,1
metrics by stage:
stage | instances | setup slack (ns) | utilization, % | area, um2
after CTS | 1701 | 0.7649 | 43.51 | 11370
after floorplan | 1409 | 3.553 | - | 10870
final | 1701 | 1.090 | 43.69 | 11420
after detailed placement | 1693 | 0.8016 | 42.88 | 11200
after global routing | 1701 | 0.08124 | 43.69 | 11420
after global placement | 1693 | 0.8813 | 42.88 | 11200
cells in the final DEF (no fill, tap or decap), drive strengths merged, types with 14 or more instances in the layout:
master         count
or2               14
nor3              41
clkdlybuf4s50     50
ha                77
nor4              14
xnor2             49
nor2              84
a21oi             83
nand3             32
mux2i             45
and3              16
a31oi             21
nor2b             19
fa                57
or3               16
mux2              23
nand2            118
o21ai             69
and2              59
conb              43
inv              124
o31ai             14
edfxtp            26
a211oi            14
o211ai            21
registers in the layout, indices dropped and copies added, names as in the netlist, named ones only:
register / cells
fsm_mult_inst.k0pressed: 1
fsm_mult_inst.prev_k1: 1
fsm_mult_inst.k1pressed: 1
fsm_mult_inst.prev_k0: 1
fsm_mult_inst.lastn: 10
fsm_mult_inst.cumprod: 16
fsm_mult_inst.pr_state: 4
final cells by class:
type                    count  area [um2]
clock buffers               6       150.1
clock inverters             2       16.27
fillers                  2605       14720
inverters                 124       465.4
multi-input cells        1138        8810
flip-flops and latches     36       980.9
well taps                 335       419.2
repair buffers             60       575.6
kinds of logic (layout without fill, tap and decap cells):
group | after synthesis | after routing | share of synthesized area, %
fa+ha+maj | 136 | 136 | 19.83
buf+inv | 235 | 192 | 10.57
mux | 68 | 68 | 7.217
simple gates | 453 | 453 | 21.65
compound gates | 379 | 379 | 26.05
xor+xnor | 59 | 59 | 5.489
other cells | 1 | 43 | 0.03500
flops | 36 | 36 | 9.156
worst register-to-register path, delay by kind of cell, from the launching register on:
family / cells / cell delay (ns)
XOR/XNOR: 1 / 0.08
AND-OR/OR-AND: 9 / 1.48
AND/OR/NAND/NOR: 1 / 0.14
adder cells (fa/ha/maj): 6 / 2.67
buffers and inverters: 3 / 0.15
flip-flops: 1 / 0.57
routing by layer:
metal  track usage, %  part of all wire [%]  vias to the layer above
met2            27.34                    47                      151
li1                 -                     -                     4852
met4            1.097                  0.41                        0
met3            1.972                   3.3                        8
met5                0                     0                        -
met1            25.69                    50                     4419
timing repair:
item	CTS	global route
endpoints found under the setup margin	0	8
gates resized	0	6
hold buffers	0	0
