[design/flow/design.v]
module debouncer (
    input wire clk,          
    input wire btn,          
    output reg btn_out       
);
    parameter DEBOUNCE_TIME = 500000;  
    reg [19:0] counter = 0;  
    reg btn_sync_0 = 1'b1;   
    reg btn_sync_1 = 1'b1;   
    always_ff @(posedge clk) begin
        btn_sync_0 <= btn;
        btn_sync_1 <= btn_sync_0;
        if (btn_sync_1 != btn_out) begin
            counter <= counter + 1;
            if (counter >= DEBOUNCE_TIME) begin
                btn_out <= btn_sync_1;  
                counter <= 0;           
            end
        end else begin
            counter <= 0;  
        end
    end
endmodule
[design/flow/run.sh]
#!/bin/bash
# OpenROAD 26Q1-2900-gdf79404cd8, Yosys 0.63+post, stock flow scripts
make -C /OpenROAD-flow-scripts/flow DESIGN_CONFIG=/design/flow/config.mk WORK_HOME=/design/flow/orfs finish
[design/flow/config.mk]
export PLATFORM = sky130hd
export DESIGN_NAME = debouncer
export DESIGN_NICKNAME = debouncer
export VERILOG_FILES = /design/flow/design.v
export SDC_FILE = /design/flow/constraint.sdc
export NUM_CORES = 4
export LEC_CHECK = 1
export CORE_AREA = 10 10 80 80
export DIE_AREA = 0 0 90 90
[design/flow/constraint.sdc]
current_design debouncer

set clk_period 4.4
set clk_io_pct 0.2

create_clock -name clk0 -period $clk_period [get_ports {clk}]

set non_clock_inputs [all_inputs -no_clocks]
set_input_delay [expr $clk_period * $clk_io_pct] -clock clk0 $non_clock_inputs
set_output_delay [expr $clk_period * $clk_io_pct] -clock clk0 [all_outputs]
==> notes.md <==
Item: results of the latest flow run.

- The cell chosen for the clock root is clkbuf_8.
- The dominant cell type by area after synthesis is dfxtp_1.
- The number of distinct standard cells referenced by the synthesized netlist is 26.
- Per STA, the worst path is made up of clkdlybuf4s50_1.
- The CTS tree is done.
- The detailed router finished its first iteration with 50 violations.
- The post-synth design cell area is 990 µm².
- The instance count after placement with tap cells included is 173.
- The remaining global-route overflow is 0.
- Post-synthesis, Yosys gives the total cell area as 990 µm².
- The data arrival time of the worst path is 1.11 ns.
- The H-tree depth is 1.
- For this design, the CTS-stage hold fixing added 0 buffers.
- For reference, the clock transition at the flip-flops on the worst setup and hold paths is 0.08 ns.
- In the log, the iteration count for the first detailed-route pass is 3.
- For this run, the number of Yosys warnings is 1.
- Setup repair after global routing left no endpoint under its margin.
- In the final report, the number of pins over their slew limit comes to 0.
- At the pin with the least slew margin, the transition time is 0.580 ns.
- Per the final timing report, the hold violations number 0.
- The static leakage is 0.353 nW.
- The die span in y is 90 µm.
- Per the run summary, max-cap violations total 0.
- The power density over the cells is 318 nW/µm².
- The share of cells above drive strength 1 is 8.18%.
- The final-report setup violation count is 0.
- The initial utilization of the core area, before any placement, comes to 21.0%.
- The part of the cycle the worst path needs is 45.2%.
- The count of antenna-violating nets left after detailed routing is 0.
- Per the slew report, the remaining headroom to the max-slew limit stands at 61.0%.
- The portion of total power attributed to the clock network is 35.4%.
- In this run the mean area of a mapped cell was 9.43 µm².
- In this run the critical register-to-register path is captured at counter[17]$_SDFF_PP0_.
- Total global-route track usage over all layers is 3.94%.
- In this run the full chip footprint comes out at 8100 µm².
- The number of sinks driven by the clock tree is 23.
- The achievable clock frequency is 0.503 GHz.
- The top-level I/O count is 3.
- The top cell family by delay on the critical path is buffers and inverters.
- The number of instances resized during post-cts repair is 0.
- The layout-stage area growth over the synthesis result is 14.0%.
- After clock tree synthesis, the setup repair step added 0 buffers.
- The clock latency of the later-clocked register in the worst-skew pair is 0.26 ns.
- STA classifies the critical path endpoint as an output pin.
- The region available for standard cell placement spans 4720 µm².
- The script reports the combined buffer and inverter count of the critical path as 1.
- Summing all multi-input logic gate instances after layout gives 489 µm².
- The final setup slack of the worst path is 2.41 ns.
- Checking hold timing, the worst path is listed with class reg2reg.
- The highest fanout seen on the critical path is 2.
- The portion of synthesized cell area occupied by the leading cell type is 44.5%.
- The placement row count is 25.
- For this run, the detailed router reports a per-instance via density of 3.88.
- Per the cell usage report, the commonest logic cells after layout are nor2_1 (22), dfxtp_1 (22), xnor2_1 (14).
- The hold-critical path depth is 0.
- The half-perimeter wire length after placement is 1100 µm.
- The slack of the worst reg-to-reg path is 2.70 ns.
- The final routed wirelength across all metal layers is 1570 µm.
- The worst setup path is launched from a flop.
- The STA report counts the stages on the worst setup path as 1.
- The number of buffers created by CTS is 3.
- Leaving out filler cells and counting taps, the final layout contains 177.
- Per the timing report, the most critical flop-to-flop path originates at counter[2]$_SDFF_PP0_.
- The combinational group share of total power is 4.2%.
- The worst setup slack after placement is 2.69 ns.
- The required time at the worst endpoint is listed as 3.52 ns.
- The power after layout is 0.359 mW.
- The number of global-route vias before repair came to 652.
- In the power breakdown, the internal column shows 0.283 mW.
- The weighted congestion reported at the end of routability-driven placement is 0.792.
- The run finished with clean final reports.
- The first global-routing pass estimated 2870 µm of wire.
- The sequential share of the synthesized area is 47.5%.
- The number of antenna violations at the first check in global routing is 0.
- The worst setup path category is reg2out.
- The count of mapped cells out of synthesis is 105.
- The worst-case IR drop observed on VDD is 0.106 mV.
- For this design the total switching power over the nets is 0.0758 mW.
- The routed design could run at a clock period as short as 1.99 ns.
- Measured in cells, the most critical reg-to-reg path has a length of 4.
- The sequential cells in the finished layout cover a total of 470 µm².
- The setup total negative slack is 0 ns.
- The cell total in the yosys stat output is 105.
- The repair_antennas step left the layout with diodes totalling 0.
- Entering global routing, the biggest net connects 19 pins.
- The total number of vias is 687.
- The hold path endpoint is btn_sync_1$_DFF_P_.
- The routed wirelength normalized by instance count is 8.89 µm.
- In this run the tools logged warnings totalling 27.
- The flip-flop and latch count after synthesis is 23.
- The maximum number of buffers from clock root to sink is 2.
- The placement report lists the number of port buffers as 2.
- Counting the fill cells in the layout gives 497.
- After synthesis, the cell types taking the most area are dfxtp_1 (45%), xnor2_1 (12%), nor2_1 (8.3%).
- In the final run the clock tree shows a worst skew of 0.00223 ns.
- The switching power share of the total is 21.1%.
- The cell with the largest stage delay on the worst path is clkdlybuf4s50_1.
- In the routed design, unresolved DRC markers number 0.
- Among all stages on the critical path, the maximum delay recorded is 0.47 ns.
- Across all hold checks on the routed design, the worst slack comes to 0.330 ns.
- In this run, flip-flops and latches consume 60.4% of the power.
- The launch point of the worst min-delay path is recorded as btn_sync_0$_DFF_P_.
- The die width is 90 µm.
## kinds of logic after synthesis
logic type / Yosys count / synth area share, %
XOR/XNOR: 16 / 14.2
adder cells (fa/ha/maj): 2 / 2.53
other: 1 / 0.379
flip-flops: 23 / 47.5
AND-OR/OR-AND: 8 / 6.45
buffers and inverters: 6 / 3.03
AND/OR/NAND/NOR: 49 / 25.9
## synth_stat cells
cell / number
conb_1: 1
nand4_1: 2
nor4_1: 5
xnor2_1: 14
edfxtp_1: 1
o31a_1: 1
buf_6: 1
o21bai_4: 1
o21a_1: 1
and3_2: 1
nor2_1: 22
inv_1: 5
xor2_1: 2
a21oi_1: 2
ha_1: 2
a31oi_1: 1
dfxtp_1: 22
nand3_1: 5
nand2_1: 4
nor4_4: 1
o21ai_0: 1
nand4_2: 1
nor3_1: 5
and3_1: 2
a211oi_1: 1
or4_4: 1
## per-stage QoR
stage | cell area, µm² | util, %
2_1_floorplan | 990 | -
5_1_grt | 1130 | 23.9
4_1_cts | 1130 | 23.9
6_report | 1130 | 23.9
3_3_place_gp | 1080 | 22.9
3_5_place_dp | 1080 | 22.9
## metal layers
metal	GRT usage (%)	vias to the layer above	wire length, µm	part of all wire (%)
met5	0	-	0	0
met4	1.19	0	53	3.4
met1	5.33	309	798	51
li1	-	367	-	-
met3	0.922	5	40	2.5
met2	6.11	6	682	43
## power groups by stage
stage         combinational, mW  clock, mW  sequential [mW]
CTS                      0.0155      0.131            0.217
global route             0.0174      0.141            0.217
finish                   0.0151      0.127            0.217
## state kept, by name (all words and copies together), names as in the netlist
| signal | flops |
|---|---|
| btn_out | 1 |
| btn_sync_0 | 1 |
| btn_sync_1 | 1 |
| counter | 20 |
## how the worst max path moves through the flow
stage / to / startpoint
finish: btn_out / btn_out$_DFFE_PP_
CTS: btn_out / btn_out$_DFFE_PP_
global route: btn_out / btn_out$_DFFE_PP_
## cell type report
class,count,share of cell area (%)
clock buffer,3,3.66
clock inverter,1,0.443
inverter,5,1.66
multi-input combinational,76,43.3
sequential,23,41.7
tap,67,7.43
timing repair buffer,2,1.77
Power is estimated from default activity; no workload was simulated.
